$ cat design/flow/run.sh
#!/bin/bash
# OpenROAD 26Q1-2900-gdf79404cd8, Yosys 0.63+post, stock flow scripts
make -C /OpenROAD-flow-scripts/flow DESIGN_CONFIG=/design/flow/config.mk WORK_HOME=/design/flow/orfs finish
$ cat design/flow/config.mk
export PLATFORM = sky130hd
export DESIGN_NAME = ReversibleALU
export DESIGN_NICKNAME = ReversibleALU
export VERILOG_FILES = /design/flow/design.v
export SDC_FILE = /design/flow/constraint.sdc
export NUM_CORES = 4
export LEC_CHECK = 1
export CORE_UTILIZATION = 30
$ cat design/flow/design.v
module ClockGating(
    input clk,                
    input enable,             
    output gated_clk          
);
    reg clk_en;               
    always @(posedge clk or negedge enable) begin
        if (!enable)
            clk_en <= 1'b0;    
        else
            clk_en <= 1'b1;    
    end
    assign gated_clk = clk & clk_en;   
endmodule
`timescale 1ns / 1ps
module PeresGate(input a, b, c, output x, y, z);
    assign x = a;
    assign y = a ^ b;
    assign z = (a & b) ^ c;
endmodule
module FredkinGate(input a, b, c, output x, y, z);
    assign x = a;
    assign y = (~a & c) | (a & b);
    assign z = (a & c) | (~a & b);
endmodule
module ReversibleAddSub(
    input [31:0] A, B,
    input sub,
    output [31:0] result
);
    wire [32:0] carry;
    assign carry[0] = sub;
    generate
        genvar i;
        for(i=0; i<32; i=i+1) begin: addsub
            PeresGate pg(
                .a(A[i]),
                .b(B[i] ^ sub),
                .c(carry[i]),
                .x(), 
                .y(result[i]),
                .z(carry[i+1])
            );
        end
    endgenerate
endmodule
module ReversibleMultiplier(
    input [31:0] A, B,
    output [31:0] result
);
    wire [63:0] temp_res;
    reg [63:0] accum;
    integer i;
    always @(*) begin
        accum = 64'b0;
        for(i=0; i<32; i=i+1) begin
            if(B[i]) begin
                accum = accum + (A << i);
            end
        end
    end
    generate
        genvar j;
        for(j=0; j<32; j=j+1) begin: mul
            FredkinGate fg(
                .a(accum[j+31]),
                .b(1'b0),
                .c(1'b0),
                .x(),
                .y(result[j]),
                .z()
            );
        end
    endgenerate
endmodule
module ReversibleDivider(
    input [31:0] dividend,
    input [31:0] divisor,
    output [31:0] quotient
);
    wire [31:0] rem;
    integer i;
    generate
        genvar k;
        for(k=31; k>=0; k=k-1) begin: div
            wire cout;
            ReversibleAddSub sub(
                .A({rem[30:0], dividend[k]}),
                .B(divisor),
                .sub(1'b1),
                .result({rem, quotient[k]})
            );
        end
    endgenerate
endmodule
module CRC32(
    input [31:0] data,
    output reg [31:0] crc
);
    parameter POLY = 32'hEDB88320;
    integer i;
    always @(*) begin
        crc = data;
        for(i=0; i<32; i=i+1) begin
            crc = (crc[31] == 1'b1) ? 
                (crc << 1) ^ POLY : 
                (crc << 1);
        end
    end
endmodule
module ReversibleALU(
    input clk,                       
    input [31:0] A, B,               
    input [3:0] opcode,              
    output reg [31:0] result,        
    output [31:0] crc_out            
);
    wire [31:0] add_sub_result, mul_result, div_result;
    wire clk_addsub, clk_mul, clk_div, clk_crc;
    ClockGating cg_addsub(.clk(clk), .enable(opcode == 4'b0000 || opcode == 4'b0001), .gated_clk(clk_addsub));
    ClockGating cg_mul   (.clk(clk), .enable(opcode == 4'b0010), .gated_clk(clk_mul));
    ClockGating cg_div   (.clk(clk), .enable(opcode == 4'b0011), .gated_clk(clk_div));
    ClockGating cg_crc   (.clk(clk), .enable(opcode != 4'b1111), .gated_clk(clk_crc));
    ReversibleAddSub addsub(
        .A(A), .B(B), .sub(opcode[0]), 
        .result(add_sub_result)
    );
    ReversibleMultiplier mul(
        .A(A), .B(B), 
        .result(mul_result)
    );
    ReversibleDivider div(
        .dividend(A), .divisor(B), 
        .quotient(div_result)
    );
    CRC32 crc(
        .data(result), 
        .crc(crc_out)
    );
    always @(*) begin
        case(opcode)
            4'b0000: result = add_sub_result;     
            4'b0001: result = add_sub_result;     
            4'b0010: result = mul_result;         
            4'b0011: result = div_result;         
            default: result = 32'b0;
        endcase
    end
endmodule
$ cat design/flow/constraint.sdc
current_design ReversibleALU

set clk_period 21.0
set clk_io_pct 0.2

create_clock -name clk0 -period $clk_period

set non_clock_inputs [all_inputs -no_clocks]
set_input_delay [expr $clk_period * $clk_io_pct] -clock clk0 $non_clock_inputs
set_output_delay [expr $clk_period * $clk_io_pct] -clock clk0 [all_outputs]
==> summary.txt <==
Implementation run completed; key figures follow.

Clock network:
- The run puts the cts-stage hold buffer count at 0.
- Gates resized during post-CTS repair numbered 0.
- The run gives the number of post-CTS setup repair buffers as 0.

Floorplanning:
- The run puts the I/O pin total at approximately 130.
- The run puts the core box area at 16600 sq um.
- The die is 132 um tall.
- The run puts the chip width at roughly 130 um.
- The run puts the total number of placement rows at roughly 47.
- The run puts the floorplan-stage core utilization at 30.7%.
- The run gives the die area as 17500 sq um.

Synth:
- The run gives the post-synthesis cell count from yosys as 523.
- The run gives the combined area of all synthesized cells as between 5000 and 6000 sq um.
- The run puts the synthesized chip area reported by yosys at 5080 sq um.
- After Yosys synthesis, XOR and XNOR cells account for a little under three quarters of the synthesized area.
- The area fraction of the largest cell type after synthesis is around 28%.
- Among the non-sequential cells, XOR/XNOR gates take the most area.
- The run gives the cell count after synthesis as 523.
- The run puts the simple-gate portion of the synthesized area at between 10% and 20%.
- Yosys mapped the design onto around 48 distinct sky130hd cell types.
- The run gives the number of warnings printed during yosys synthesis as 36.
- The run puts the share of the yosys chip area belonging to registers at 0%.
- The commonest cells after synthesis are 163 x sky130_fd_sc_hd__xnor2_1, 50 x sky130_fd_sc_hd__xnor3_1, 45 x sky130_fd_sc_hd__xor2_1, 42 x sky130_fd_sc_hd__nor2_1, 22 x sky130_fd_sc_hd__a211oi_1.
- The run gives the adder-cell share of the synthesized area as 0%.
- The run puts the share of synthesized cell area in and-or and or-and compound cells at 14.9%.
- After synthesis, the cell types taking the most area are sky130_fd_sc_hd__xnor2_1 28%, sky130_fd_sc_hd__xnor3_1 22%, sky130_fd_sc_hd__xor2_1 7.8%.
- The run gives the mux share of post-synthesis cell area as 0.197%.
- The run gives the most used standard cell by instance count after synthesis as sky130_fd_sc_hd__xnor2_1.
- The run gives the cell type with the largest total area after synthesis as sky130_fd_sc_hd__xnor2_1.
- The run gives the post-synthesis average cell area as 9.72 sq um.

GRT:
- The run gives the pin count of the biggest net entering global routing as 53.
- The run gives the total grt overflow as 0.
- In the global route stage, overall resource usage came out at 16.0%.
- On met1, the global router reports a usage of 23.1%.
- Global routing used between 20% and 30% of the available met2 tracks.
- Global route summary, busiest routing layer listed as met2.
- The run puts the met3 track demand over resource at 2.00%.
- The run puts the via count of the first global-routing pass at 4030.
- The run gives the global-route wire length before repair as about 22 mm.
- The run gives the initial antenna violation count as 0.

Hold path:
- In the hold timing report, the worst path depth is 4.
- The run gives the sink of the worst hold path as result[6].
- In this run the most critical hold path is launched from A[6].
- According to the hold report, the worst path is of the input port to output pin type.

Routing:
- The routed layout has a little under 4000 vias.
- The run puts the final wirelength at 13.5 mm.
- The run puts the mean routed wirelength per cell at 15.8 um.
- Per the detail_route report, vias per standard cell equal 4.64.
- The run puts the post-route DRC violation count at 0.
- In the log, the iteration count for the first detailed-route pass is 4.
- The run gives the count of antenna diodes in the layout as 0.
- The run gives the DRC marker count from the first detailed-route iteration as 162.
- The run gives the number of nets with antenna violations after detailed routing as 0.

Run:
- The run gives the number of warnings the tools reported as 33.
- The run puts the total of max-cap violations at 0.

Layout:
- The run puts the area added between synthesis and finish at 29.7%.
- The run puts the flop count at 0.
- The final layout report lists a clock buffer count of 0.
- The run gives the sequential cell area as 0 sq um.
- The run puts the fraction of final layout cells with drive strength greater than 1 at between 8 and 9%.

Final timing:
- The run gives the final critical-path required period as 15.39 ns.
- Counting pins that exceed their max-slew limit in the final report gives 0.
- The run puts the number of failing hold endpoints at the final stage at 0.
- Across all checked pins, the minimum headroom to the slew limit is 49.3%.
- In the final report, the number of endpoints failing setup comes to 0.
- The pin closest to its max-slew limit shows a slew of between 0.7 and 0.8 ns.
- The run gives the final critical-path setup slack as 5.61 ns.
- The final timing summary puts the cycle share of the worst path at between 70% and 80%.
- The run gives the final worst hold slack as 9.45 ns.
- Setup repair after global routing left no endpoint under its margin.
- Timing would allow up to 65.0 MHz.
- The run puts the setup TNS at 0 ns.

Placement:
- Detailed placement ended at an HPWL of 11.3 mm.
- The run gives the placer congestion estimate as between 0.9 and 1.
- The count of buffers added on input and output ports is 127.
- Setup slack on the worst path after placement came out at between 5 and 6 ns.

Setup path:
- STA classifies the critical path endpoint as an output pin.
- The run gives the required time reported for the critical path endpoint as 16.80 ns.
- The run gives the data arrival time of the critical path as 11.19 ns.
- The run gives the slowest cell on the critical path as sky130_fd_sc_hd__a221oi_4.
- The report shows a maximum critical-path fanout of 38.
- In this design, the critical path's most frequently occurring cell is sky130_fd_sc_hd__xnor3_1.
- The run gives the critical path class as input port to output pin.
- The run gives the count of buffer and inverter cells on the critical path as 3.
- Grouping stages by cell kind, the critical path spends the most delay in XOR/XNOR gates.
- The critical path goes through clkdlybuf4s50_1 -> or3b_1 -> buf_4 -> a211o_1 -> a221oi_4 -> xnor3_1 -> xor2_1 -> xor3_1 -> xnor2_1 -> xnor2_1 -> nor2_2 -> xnor3_1 -> xor2_2 -> xnor3_1 -> xor2_1 -> xnor3_1 -> clkdlybuf4s50_1.
- Per STA, the highest per-stage delay on the worst path measures 0.66 ns.
- The run gives the critical path launch point type as an input port.

Run status:
- The flow ran to the end, and the final reports show no timing, DRC or antenna violations.
kinds of logic after synthesis:
kind of cell / count (synthesis)
multiplexers: 1
AND/OR/NAND/NOR: 105
AND-OR/OR-AND: 92
XOR/XNOR: 290
other: 1
buffers and inverters: 34
final cells by class:
| cell class | count | area, sq um |
|---|---|---|
| Inverter | 3 | 11.3 |
| Multi-Input combinational cell | 493 | 4960 |
| Fill cell | 1658 | 9990 |
| Tap cell | 220 | 275 |
| Timing Repair Buffer | 137 | 1350 |
worst max path at each step:
| stage | cells after the start | slack [ns] | startpoint | end |
|---|---|---|---|---|
| final | 17 | 5.61 | opcode[1] | crc_out[20] |
| after global routing | 17 | 5.31 | opcode[1] | crc_out[20] |
| after CTS | 17 | 5.63 | opcode[1] | crc_out[28] |
per-layer routing:
metal	share of wire, %	up-vias
li1	-	2007
met1	47	1868
met2	48	82
met3	4.5	0
met4	0	0
met5	0	-
cells in the final DEF, fill, tap and decap left out, types with 2 or more instances in the layout:
cell                              synthesis  layout
sky130_fd_sc_hd__nand3_1                  2       2
sky130_fd_sc_hd__xor2_1                  45      45
sky130_fd_sc_hd__xnor3_2                  8       8
sky130_fd_sc_hd__or2_2                    2       2
sky130_fd_sc_hd__xor3_1                   7       7
sky130_fd_sc_hd__a211oi_1                22      22
sky130_fd_sc_hd__o211ai_1                10      10
sky130_fd_sc_hd__xnor2_4                  3       3
sky130_fd_sc_hd__nand2_1                 21      21
sky130_fd_sc_hd__a21oi_1                 21      21
sky130_fd_sc_hd__nor2b_1                  8       8
sky130_fd_sc_hd__and3_1                   3       3
sky130_fd_sc_hd__xor3_2                   2       2
sky130_fd_sc_hd__nor2_1                  42      42
sky130_fd_sc_hd__inv_1                    2       2
sky130_fd_sc_hd__a221oi_4                 4       4
sky130_fd_sc_hd__xnor3_1                 50      50
sky130_fd_sc_hd__xnor2_1                163     163
sky130_fd_sc_hd__a211oi_2                 2       2
sky130_fd_sc_hd__xor2_2                   3       3
sky130_fd_sc_hd__a21o_1                   2       2
sky130_fd_sc_hd__conb_1                   1       5
sky130_fd_sc_hd__o21ai_0                  9       9
sky130_fd_sc_hd__a211oi_4                 2       2
sky130_fd_sc_hd__xnor2_2                  9       9
sky130_fd_sc_hd__a211o_1                 13      13
sky130_fd_sc_hd__buf_4                    7      10
sky130_fd_sc_hd__a221oi_2                 2       2
sky130_fd_sc_hd__clkdlybuf4s50_1          0     127
sky130_fd_sc_hd__nand2_2                  2       2
sky130_fd_sc_hd__and2_1                  18      18
through the flow:
stage	utilization, %	instance area, sq um	cells
6_report	39.8	6590	853
5_1_grt	39.8	6590	853
4_1_cts	39.8	6590	853
3_5_place_dp	39.8	6590	853
3_3_place_gp	39.8	6590	853
2_1_floorplan	-	5100	527
